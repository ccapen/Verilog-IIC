==> ./design.v <==
module iic_master(
	input			I_clk,
	input			I_rstn,
	input			I_dc,
	input			I_rw,
	input			I_data,
	output			O_data,
	output			O_next,
	output			O_scl,
	input			I_sda,
	output			O_sda
);
	wire [2:0] W_cmd;
	reg R_next;
	reg [1:0] R_cnt;
	wire W_idle;
	reg [3:0] R_scl;
	reg [3:0] R_sda;
	reg R_data;
	assign W_cmd = {I_dc,I_rw,I_data};
	always@(posedge I_clk or negedge I_rstn)
	if(!I_rstn) R_next <= 1'b1;
	else if((R_cnt == 2'b1) || ((R_cnt == 2'b0) && (W_cmd == 3'b000))) R_next <= 1'b1;
	else R_next <= 1'b0;
	always@(posedge I_clk or negedge I_rstn)
	if(!I_rstn) R_cnt <= 2'b0;
	else if(!W_idle) R_cnt <= R_cnt - 1'b1;
	else if(W_cmd > 3'd2) R_cnt <= 2'd3;
	else if(W_cmd != 3'd0) R_cnt <= 2'd2;
	else R_cnt <= 2'd0;
	assign W_idle = (R_cnt == 2'b0);
	always@(posedge I_clk or negedge I_rstn)
	if(!I_rstn) R_scl <= 4'b1111;
	else if(!W_idle) R_scl <= {R_scl[2:0],R_scl[3]};
	else case(W_cmd)
		3'b000:R_scl <= R_scl; 
		3'b001:R_scl <= 4'b1100; 
		default:R_scl <= 4'b0110;
	endcase
	always@(posedge I_clk or negedge I_rstn)
	if(!I_rstn) R_sda <= 4'b1111;
	else if(!W_idle) R_sda <= {R_sda[2:0],R_sda[3]};
	else case(W_cmd)
		3'b000:R_sda <= R_sda; 
		3'b001:R_sda <= 4'b1001; 
		3'b010:R_sda <= 4'b0011; 
		3'b011:R_sda <= 4'b1100; 
		3'b100:R_sda <= 4'b0000; 
		default:R_sda <= 4'b1111;
	endcase
	always@(posedge I_clk or negedge I_rstn)
	if(!I_rstn) R_data <= 1'b0;
	else if(R_cnt == 2'd2) R_data <= I_sda;
	else R_data <= R_data;
	assign O_scl = R_scl[3];
	assign O_sda = R_sda[3];
	assign O_data = R_data;
	assign O_next = R_next;
endmodule
==> ./run.sh <==
#!/bin/bash
# OpenROAD 26Q1-2900-gdf79404cd8, Yosys 0.63+post, stock flow scripts
make -C /OpenROAD-flow-scripts/flow DESIGN_CONFIG=/design/flow/config.mk WORK_HOME=/design/flow/orfs finish
==> ./config.mk <==
export PLATFORM = sky130hd
export DESIGN_NAME = iic_master
export DESIGN_NICKNAME = iic_master
export VERILOG_FILES = /design/flow/design.v
export SDC_FILE = /design/flow/constraint.sdc
export NUM_CORES = 4
export LEC_CHECK = 1
export CORE_AREA = 10 10 82 82
export DIE_AREA = 0 0 92 92
==> ./constraint.sdc <==
current_design iic_master

set clk_period 2.0
set clk_io_pct 0.2

create_clock -name clk0 -period $clk_period [get_ports {I_clk}]

set non_clock_inputs [all_inputs -no_clocks]
set_input_delay [expr $clk_period * $clk_io_pct] -clock clk0 $non_clock_inputs
set_output_delay [expr $clk_period * $clk_io_pct] -clock clk0 [all_outputs]
==> results_dict.tcl <==
# implementation run metrics
set metrics [dict create \
    run_status "completed" \
    post_synth_instance_area_sq_um 596 \
    router_iterations_before_antenna_repair 2 \
    route.detailed.vias_per_inst 3.14 \
    clock_tree.root_cell "sky130_fd_sc_hd__clkbuf_8" \
    place_congestion 0.796 \
    flow.area_growth_from_synthesis_pct 34.0 \
    fp_util_pct 11.7 \
    rr_startpoint "R_cnt[0]$_DFF_PN0_" \
    synth-async-reset-ratio_pct 100 \
    yosys.area_share.aoi_pct 19.7 \
    openroad.warnings 25 \
    place_worst_setup_slack_ns 0.208 \
    detail-route-antenna-nets 0 \
    critical_path.slowest_cell "sky130_fd_sc_hd__dfstp_2" \
    initialDrtViolationCount 51 \
    grt_start_max_net_pins 13 \
    fraction_of_the_mapped_netlist_area_in_adder_cells_pct 0 \
    detail_route.antenna_diodes 0 \
    fin_crit_sh_pct 82.2 \
    unrepaired_setup_endpoints_after_global_routing "no" \
    syn_avg_cell_area_sq_um 11.7 \
    timing.critical_path.from_type "flop" \
    arrival_ns 1.24 \
    wirelength_um 1200 \
    synth_xor_xnor_area_share_pct 0 \
    yosys.stat.chipArea_sq_um 596 \
    yosys.cell_types.count 24 \
    vdd_ir_drop_max_uv 350 \
    clkSlewWorstSetupHoldPaths_ns 0.05 \
    worstPathCellList "clkdlybuf4s50_1" \
    totalNegativeSetupSlack_ns 0 \
    final_layout_size_suffix_gt1_share_pct 29.0 \
    ys_top_logic_family "AND-OR/OR-AND gates" \
    die_w_um 92 \
    min-delay-path-class "flop to flop" \
    worstPathMaxFanout 3 \
    overflow 0 \
    slowest_delay_ns 0.55 \
    first_global_vias 427 \
    worst_pin_slew_ns 0.486 \
    cts_buffers 3 \
    maximum_level_of_the_cts_h_tree 1 \
    simple_gate_share_pct 18.5 \
    endpoint_with_the_worst_hold_slack "R_scl[2]$_DFFE_PN1P_" \
    ys_ff 12 \
    utilization_pct 15.7 \
    post_cts.resized_instances 0 \
    hold-worst-slack_ns 0.471 \
    crit_path_leading_delay_family "flip-flops" \
    tritoncts "yes" \
    ys_sh_mux_pct 3.57 \
    worst_max_slew_margin_expressed_relative_to_the_limit_pct 67.5 \
    routed_wire_length_per_instance_um 9.12 \
    synth-warning-count 1 \
    timing.max_cap.violations 0 \
    min_path_cells 2 \
    clk_ins_delay_skew_pair_ns 0.23 \
    drc 0 \
    portBuffers 9 \
    initial_antenna_violation_count 0 \
    ys_seq_share_pct 52.3 \
    critPathRequiredTime_ns 1.60 \
    timing.clock.skew_ns 0.00277 \
    grt_usage_pct 2.99 \
    reg2regPathDepth 3 \
    floorplan.die.height_um 92 \
    ios 10 \
    timing.reg2reg.setup_slack_ns 0.61 \
    rows 26 \
    hp_start "R_scl[2]$_DFFE_PN1P_" \
    path_length_in_cells_of_the_critical_path 1 \
    post-route-min-period_ns 1.64 \
    timing.final.ws_setup_ns 0.356 \
    path_class "flop to output port" \
    synth-edff-count 0 \
    worstReg2RegEnd "R_scl[3]$_DFFE_PN1P_" \
    core_sq_um 5070 \
    clock_sink_count 12 \
    route.vias.total 415 \
    max-clock-path-buffers 2 \
    cts_hold_buf 0 \
    chipArea_sq_um 8460 \
    hpwl_um 961 \
    postCtsSetupBuffers 0 \
    finalSetupViolCount 0 \
    p_leak_nw 0.286 \
    netlist_instances 51 \
    maximum_operating_frequency_mhz 608 \
    synthFlopType "sky130_fd_sc_hd__dfstp_2" \
    finalHoldViolations 0 \
    power_density_nw_per_um2 1430 \
    synth.yosys.num_cells 51 \
    wire_length_of_the_first_global_routing_pass_um 2060 \
    most-common-layout-cells "sky130_fd_sc_hd__dfstp_2, sky130_fd_sc_hd__nor2_1, sky130_fd_sc_hd__clkdlybuf4s50_1, sky130_fd_sc_hd__a21oi_1, sky130_fd_sc_hd__a221o_1" \
    path_buffers 1 \
    timing_max_transition_violations_final 0 \
    crit_path_end_kind "output port" \
]
-- final cells by class --
| type | count | area, sq um |
|---|---|---|
| timing repair buffer | 10 | 97.6 |
| clock buffer | 4 | 45.0 |
| tap | 70 | 87.6 |
| sequential | 12 | 312 |
| multi-input combinational | 34 | 249 |
| inverter | 2 | 7.51 |
| fill | 580 | 4280 |
-- synthesized netlist by cell type (2+ instances only) --
library cell | number | area [sq um]
sky130_fd_sc_hd__a21oi_1 | 4 | 20.0
sky130_fd_sc_hd__a221o_1 | 4 | 40.0
sky130_fd_sc_hd__nor2_1 | 9 | 33.8
sky130_fd_sc_hd__dfstp_2 | 9 | 236
sky130_fd_sc_hd__dfrtp_1 | 3 | 75.1
sky130_fd_sc_hd__nand2_1 | 2 | 7.51
sky130_fd_sc_hd__buf_6 | 2 | 22.5
sky130_fd_sc_hd__inv_1 | 2 | 7.51
-- flip-flops by register name (all words and copies together), names as in the netlist --
| name | cells |
|---|---|
| R_next | 1 |
| R_scl | 4 |
| R_data | 1 |
| R_sda | 4 |
| R_cnt | 2 |
-- per-stage QoR --
stage	std cells	total power, mW	cell area, sq um
finish	132	1.14	798
global route	132	1.23	798
CTS	132	1.16	798
detailed placement	128	0.937	753
global placement	128	0.930	753
floorplan	51	0.790	596
-- routing by layer --
layer,vias to the layer above,track usage (%),routed length [um]
met5,-,0,0
met1,200,3.56,508
li1,206,-,-
met4,0,0.386,8
met3,2,1.57,82
met2,7,4.82,604
-- how the worst max path moves through the flow --
stage,start,end,slack [ns]
final,R_sda[3]$_DFFE_PN1P_,O_sda,0.36
after global routing,R_sda[3]$_DFFE_PN1P_,O_sda,0.31
after CTS,R_sda[3]$_DFFE_PN1P_,O_sda,0.34
-- kinds of logic after synthesis --
family,count (synthesis)
flops,12
mux,2
simple gates,19
compound gates,13
buf+inv,5
-- power by group --
part / total [mW] / switching (mW) / internal [mW]
registers: 0.548 / 0.114 / 0.435
clock network: 0.215 / 0.0759 / 0.139
logic: 0.376 / 0.154 / 0.222
Power is estimated from default activity; no workload was simulated.
