==> design.v <==
module iic_rw #(
	parameter	ADDRWIDTH	= 16,	 
	parameter	NUMWIDTH	= 2		 
) (
	input						I_clk,
	input						I_rstn,
	input	[6:0]				I_device,
	input						I_rw,
	input	[ADDRWIDTH-1:0]		I_addr,
	input	[NUMWIDTH-1:0]		I_num,
	input						I_start,
	output						O_busy,
	input	[7:0]				I_databyte,
	output						O_nextdata,
	output	[7:0]				O_databyte,
	output						O_datavalid,
	output						O_error,
	input						I_next,
	input						I_data,
	output						O_dc,
	output						O_rw,
	output						O_data
);
	localparam ADDRBYTENUM	= ADDRWIDTH/8;
	localparam ADDRNUMWIDTH	= $clog2(ADDRBYTENUM);
	localparam IDLE			= 5'b00001;
	localparam DEVICE		= 5'b00010;
	localparam ADDR			= 5'b00100;
	localparam DEVICE_RD	= 5'b01000;
	localparam DATA			= 5'b10000;
	localparam IDLE_IND			= 5'd0;
	localparam DEVICE_IND		= 5'd1;
	localparam ADDR_IND			= 5'd2;
	localparam DEVICE_RD_IND	= 5'd3;
	localparam DATA_IND			= 5'd4;
	reg [7:0] R_device_rw;
	reg [ADDRWIDTH-1:0] R_addr;
	reg [NUMWIDTH-1:0] R_num;
	reg [ADDRNUMWIDTH-1:0] R_addrnum;
	reg [4:0] R_state;
	reg [3:0] R_cnt;
	wire W_cnt_end;
	wire W_long_end;
	wire W_byte_end;
	wire W_addr_end;
	reg R_dc;
	reg R_rw;
	reg R_next;
	reg [9:0] R_data;
	reg R_nextdata;
	reg R_readdata;
	reg [7:0] R_databyte;
	reg [2:0] R_cnt_read;
	reg R_datavalid;
	reg R_error;
	always@(posedge I_clk or negedge I_rstn)
	if(!I_rstn) R_state <= IDLE;
	else if(R_error) R_state <= IDLE;
	else case(R_state)
		IDLE:if(I_start) R_state <= DEVICE;
				else R_state <= IDLE;
		DEVICE:if(W_long_end) R_state <= ADDR;
				else R_state <= DEVICE;
		ADDR:if(W_addr_end) R_state <= (R_device_rw[0] ? DEVICE_RD : DATA);
				else R_state <= ADDR;
		DEVICE_RD:if(W_long_end) R_state <= DATA;
				else R_state <= DEVICE_RD;
		DATA:if(W_long_end) R_state <=IDLE;
				else R_state <= DATA;
		default:R_state <= IDLE;
	endcase
	always@(posedge I_clk or negedge I_rstn)
	if(!I_rstn) R_cnt <= 4'b0;
	else if(W_cnt_end) R_cnt <= 4'b0;
	else if(I_next && ({R_dc,R_rw,R_data} != 3'b000)) R_cnt <= R_cnt + 1'b1;
	else R_cnt <= R_cnt;
	assign W_cnt_end = R_state[IDLE_IND] || W_long_end || (R_state[ADDR_IND] && W_byte_end)
						|| (R_state[DATA_IND] && W_byte_end && (R_num != {NUMWIDTH{1'b0}}));
	assign W_long_end = (R_cnt == 4'd9) && I_next;
	assign W_byte_end = (R_cnt == 4'd8) && I_next;
	assign W_addr_end = (R_addrnum == {ADDRNUMWIDTH{1'b0}}) && W_byte_end;
	always@(posedge I_clk or negedge I_rstn)
	if(!I_rstn) R_addrnum <= {ADDRNUMWIDTH{1'b0}};
	else if(I_start) R_addrnum <= ADDRBYTENUM - 1'b1;
	else if(R_state[ADDR_IND] && W_byte_end) R_addrnum <= R_addrnum - 1'b1;
	else R_addrnum <= R_addrnum;
	always@(posedge I_clk or negedge I_rstn)
	if(!I_rstn) R_num <= {NUMWIDTH{1'b0}};
	else if(I_start) R_num <= I_num - 1'b1;
	else if(R_state[DATA_IND] && W_byte_end) R_num <= R_num - 1'b1;
	else R_num <= R_num;
	always@(posedge I_clk or negedge I_rstn)
	if(!I_rstn) R_addr <= {ADDRWIDTH{1'b0}};
	else if(I_start) R_addr <= I_addr;
	else if(R_state[ADDR_IND] && W_byte_end) R_addr <= {R_addr[ADDRWIDTH-9:0],8'b0};
	else R_addr <= R_addr;
	always@(posedge I_clk or negedge I_rstn)
	if(!I_rstn) R_device_rw <= 8'b0;
	else if(I_start) R_device_rw <= {I_device,I_rw};
	else R_device_rw <= R_device_rw;
	always@(posedge I_clk or negedge I_rstn)
	if(!I_rstn) R_dc <= 1'b0;
	else case(R_state)
		DEVICE,DEVICE_RD:if(R_cnt == 4'b0) R_dc <= 1'b0;
				else R_dc <= 1'b1;
		ADDR:R_dc <= 1'b1;
		DATA:if(R_cnt == 4'd9) R_dc <= 1'b0;
				else R_dc <= 1'b1;
		default:R_dc <= 1'b0;
	endcase
	always@(posedge I_clk or negedge I_rstn)
	if(!I_rstn) R_rw <= 1'b0;
	else case(R_state)
		DEVICE:if(R_cnt == 4'd9) R_rw <= 1'b1;
				else R_rw <= 1'b0;
		ADDR:if(R_cnt == 4'd8) R_rw <= 1'b1;
				else R_rw <= 1'b0;
		DEVICE_RD:if((R_cnt == 4'd0) || (R_cnt == 4'd9)) R_rw <= 1'b1;
				else R_rw <= 1'b0;
		DATA:if(R_cnt == 4'd9) R_rw <= 1'b1;
				else if(R_cnt == 4'd8) R_rw <= !R_device_rw[0];
				else R_rw <= R_device_rw[0];
		default:R_rw <= 1'b0;
	endcase
	wire W_nack = (R_num == {NUMWIDTH{1'b0}});
	always@(posedge I_clk or negedge I_rstn)
	if(!I_rstn) R_next <= 1'b1;
	else R_next <= I_next;
	always@(posedge I_clk or negedge I_rstn)
	if(!I_rstn) R_data <= 10'b0;
	else if(!R_next) R_data <= R_data;
	else case(R_state)
		DEVICE:if(R_cnt == 4'b0) R_data <= {1'b1,R_device_rw[7:1],2'b01};
				else R_data <= {R_data[8:0],1'b1};
		ADDR:if(R_cnt == 4'b0) R_data <= {R_addr[ADDRWIDTH-1:ADDRWIDTH-8],2'b11};
				else R_data <= {R_data[8:0],1'b1};
		DEVICE_RD:if(R_cnt == 4'b0) R_data <= {1'b1,R_device_rw[7:1],2'b11};
				else R_data <= {R_data[8:0],1'b1};
		DATA:if(R_cnt == 4'b0) R_data <= {I_databyte,W_nack,1'b0};
				else R_data <= {R_data[8:0],1'b1};
		default:R_data <= 10'b0;
	endcase
	always@(posedge I_clk or negedge I_rstn)
	if(!I_rstn) R_nextdata <= 1'b0;
	else if(R_state[DATA_IND] && (R_cnt == 4'b0) && I_next && (!R_device_rw[0])) R_nextdata <= 1'b1;
	else R_nextdata <= 1'b0;
	always@(posedge I_clk or negedge I_rstn)
	if(!I_rstn) R_readdata <= 1'b0;
	else if(I_next) R_readdata <= (R_dc && R_rw);
	else R_readdata <= R_readdata;
	always@(posedge I_clk or negedge I_rstn)
	if(!I_rstn) R_databyte <= 8'b0;
	else if(R_readdata && I_next && (R_cnt != 4'b0)) R_databyte <= {R_databyte[6:0],I_data};
	else R_databyte <= R_databyte;
	always@(posedge I_clk or negedge I_rstn)
	if(!I_rstn) R_cnt_read <= 3'b0;
	else if((!R_state[DATA_IND]) || (!R_device_rw[0])) R_cnt_read <= 3'b0;
	else if(R_readdata && I_next && (R_cnt != 4'b0)) R_cnt_read <= R_cnt_read + 1'b1;
	else R_cnt_read <= R_cnt_read;
	always@(posedge I_clk or negedge I_rstn)
	if(!I_rstn) R_datavalid <= 1'b0;
	else R_datavalid <= (R_cnt_read == 3'd7) && (R_readdata && I_next && (R_cnt != 4'b0));
	always@(posedge I_clk or negedge I_rstn)
	if(!I_rstn) R_error <= 1'b0;
	else if(I_start) R_error <= 1'b0;
	else if(R_readdata && I_next && (R_cnt == 4'b0)) R_error <= I_data;
	else R_error <= R_error;
	assign O_busy = (!R_state[IDLE_IND]);
	assign O_nextdata = R_nextdata;
	assign O_databyte = R_databyte;
	assign O_datavalid = R_datavalid;
	assign O_error = R_error;
	assign O_dc = R_dc;
	assign O_rw = R_rw;
	assign O_data = R_data[9];
endmodule
==> run.sh <==
#!/bin/bash
# OpenROAD 26Q1-2900-gdf79404cd8, Yosys 0.63+post, stock flow scripts
make -C /OpenROAD-flow-scripts/flow DESIGN_CONFIG=/design/flow/config.mk WORK_HOME=/design/flow/orfs finish
==> config.mk <==
export PLATFORM = sky130hd
export DESIGN_NAME = iic_rw
export DESIGN_NICKNAME = iic_rw
export VERILOG_FILES = /design/flow/design.v
export SDC_FILE = /design/flow/constraint.sdc
export NUM_CORES = 4
export LEC_CHECK = 1
export CORE_UTILIZATION = 40
==> constraint.sdc <==
current_design iic_rw

set clk_period 7.6
set clk_io_pct 0.2

create_clock -name clk0 -period $clk_period [get_ports {I_clk}]

set non_clock_inputs [all_inputs -no_clocks]
set_input_delay [expr $clk_period * $clk_io_pct] -clock clk0 $non_clock_inputs
set_output_delay [expr $clk_period * $clk_io_pct] -clock clk0 [all_outputs]
==> qor.csv <==
stage,metric,value,unit
run,Max Cap Viol,0,
cts,clock-pin transition on the worst setup and hold timing paths,0.07,ns
min_path,hold crit path type,reg2reg,
worst_setup_path,type of the worst setup path,reg2out,
cts,Clock Sinks,64,
synth,ys async rst share,100,%
global_routing,first-pass GRT wire length,11.9,mm
power_and_ir_drop,PwrDens,226,nW/µm²
worst_setup_path,Crit Reg-Reg Endpoint,R_data[8],
floorplan,Die Wd,92.7,µm
cts,post-cts repair resize count,0,
floorplan,num rows,32,
floorplan,Die Size,8590,µm²
placement,PortBufs,53,
synth,Syn. warnings,1,
min_path,Worst Hold Depth,1,
routing,drt first-iter violations,122,
global_routing,Tot GR Track Use,18.2,%
synth,Syn Inst Count,321,
floorplan,Ports,54,
sta,Worst Tran Pin Value,0.654,ns
worst_setup_path,highest cell delay on the worst timing path,0.67,ns
sta,total negative slack,0,ns
synth,Adder Area Share,1.90,%
sta,"Hold Vio Cnt, Final",0,
sta,min Tclk post-route,3.16,ns
synth,Synth Area per Inst,10.2,µm²
synth,Synth mux share,10.7,%
placement,hpwl dp,4.83,mm
routing,residual DRC count,0,
sta,setup violators final,0,
sta,hold_ws,0.511,ns
routing,Routed wire per std cell,14.9,µm
synth,"Primary FF master, synth",dfrtp_1,
routing,DRT Wirelength,7.11,mm
floorplan,FP Core Util,41.9,%
synth,Unique masters post-synth,55,
cts,Root Buffer,clkbuf_8,
global_routing,initial antenna violation count,0,
sta,Layout Skew,0.00626,ns
synth,Dominant comb cell,simple AND/OR/NAND/NOR gates,
routing,vias,2490,
synth,"area share, top type",47.2,%
global_routing,vias in the first global route,2387,
synth,cell taking the most area after synthesis,dfrtp_1,
min_path,hold path startpoint,R_device_rw[3],
cts,# H-tree levels,3,
global_routing,grt ovf,0,
worst_setup_path,r2r setup slk,5.61,ns
power_and_ir_drop,Max VDD drop,0.0930,mV
cts,CTS tree,yes,
min_path,Worst Hold End,R_device_rw[3],
global_routing,largest net degree at the start of global routing,49,
worst_setup_path,CP max FO,8,
worst_setup_path,CP startpoint kind,flip-flop,
synth,top cells by area,"dfrtp_1 (47%), mux2_2 (5.8%), mux2i_1 (4.9%), nand2_1 (4.8%), o21ai_0 (3.8%)",
run_status,status,"complete, no violations",
sta,Final Cycle Share,41.5,%
floorplan,die extent in y,92.7,µm
synth,post-synthesis simple-gate area fraction,15.7,%
synth,aoi share,15.2,%
worst_setup_path,critical path capture point type,output port,
synth,# Cells Yosys,321,
synth,top cells by count,"dfrtp_1 (62), nand2_1 (42), o21ai_0 (25), nor2_1 (19), mux2_2 (17)",
placement,Placer Congestion,0.877,
cells_and_area,"Area growth, synth to finish",23.2,%
cts,"Setup Fix Bufs, Post-CTS",0,
sta,Slew HR,56.4,%
synth,Mapped Area,3290,µm²
cts,Max clock buf depth,2,
worst_setup_path,CP required,6.08,ns
floorplan,Core ar.,7850,µm²
sta,Max Freq,317,MHz
routing,First-pass DRT Iterations,4,
cells_and_area,share of layout cells above drive strength 1,13.4,%
worst_setup_path,worst r2r src,R_state[2],
worst_setup_path,CP max-delay cell,dfstp_2,
worst_setup_path,R2R depth,5,
cts,Num CTS Buffers,9,
cts,post-cts hold-fix buffer tally,0,
routing,Via-to-Cell Ratio,5.23,
synth,YS chip area,3290,µm²
cts,clk latency late pin,0.34,ns
synth,Post-synth EDFFs,0,
routing,n_diodes,0,
synth,top-count cell post-synth,dfrtp_1,
synth,Synth flops,64,
synth,Post-synth seq share,48.8,%
sta,Pins Over Slew Limit,0,
worst_setup_path,worst-path cell chain,inv_1 -> clkdlybuf4s50_1,
worst_setup_path,crit path DAT,1.64,ns
routing,Detail Route Antenna Nets,0,
run,count of tool warnings,27,
sta,RSZ-0062 raised after global routing,false,
synth,xor/xnor share,2.89,%
power_and_ir_drop,LEAKAGE,1.76,nW
-- sequential cells by signal, summed over array words and instances, names as in the netlist, 2 cells and up --
| register | cells |
|---|---|
| R_data | 10 |
| R_device_rw | 8 |
| R_num | 2 |
| R_databyte | 8 |
| R_addr | 16 |
| R_state | 5 |
| R_cnt_read | 3 |
| R_cnt | 4 |
-- how the worst max path moves through the flow --
stage | startpoint | endpoint | slack (ns) | depth (start not counted)
CTS | R_state[0] | O_busy | 4.43 | 2
global route | R_state[0] | O_busy | 4.38 | 2
finish | R_state[0] | O_busy | 4.44 | 2
-- power breakdown --
| part | switching (mW) | total (mW) | internal [mW] | leakage [nW] |
|---|---|---|---|---|
| clock | 0.129 | 0.297 | 0.169 | 0.103 |
| sequential | 0.0339 | 0.403 | 0.369 | 0.826 |
| combinational | 0.115 | 0.216 | 0.101 | 0.836 |
| total | 0.278 | 0.916 | 0.639 | 1.76 |
-- cells in the final DEF, fill, tap and decap left out, types with 4 or more instances in the layout --
cell / synthesis / layout
dfrtp_1: 62 / 62
clkdlybuf4s50_1: 0 / 52
nand2_1: 42 / 42
o21ai_0: 25 / 25
nor2_1: 19 / 19
mux2_2: 17 / 17
mux2i_1: 16 / 16
a21oi_1: 13 / 13
inv_1: 11 / 11
clkbuf_8: 0 / 11
nand2b_1: 8 / 8
nand3_1: 6 / 6
xnor2_1: 6 / 6
o22ai_1: 6 / 6
a22oi_1: 5 / 5
nor4_1: 5 / 5
ha_1: 5 / 5
a22o_1: 4 / 4
buf_4: 3 / 4
-- worst max-delay path, delay by kind of cell, from the launching register on --
family	cells	cell delay (ns)
flops	1	0.67
buf+inv	2	0.63
-- layer usage --
metal  vias to the layer above  GRT usage, %  part of all wire [%]
met2                        72          27.1                    44
met1                      1178          29.4                    49
li1                       1234             -                     -
met5                         -             0                     0
met3                         6          4.34                   5.8
met4                         0          1.67                   1.0
-- per-stage QoR --
step	worst slack, ns	instances	util [%]	instance area [µm²]	power (mW)
final	4.44	476	51.6	4050	0.916
after global routing	4.38	476	51.6	4050	0.963
after CTS	4.43	476	51.6	4050	0.924
after detailed placement	4.24	460	49.1	3850	0.624
after global placement	4.32	460	49.1	3850	0.623
after floorplan	4.84	321	-	3290	0.558
-- kinds of logic (layout without fill, tap and decap cells) --
logic type,after synthesis,in the layout
and+or+nand+nor,103,103
AOI/OAI and AO/OA,75,75
DFF,64,64
muxes,33,33
buffers and inverters,31,84
xor gates and xnor gates,10,10
adders and majority gates,5,5
-- cell type report --
cell class | instances | area (µm²)
well taps | 102 | 128
fillers | 740 | 3790
repair buffers | 57 | 556
flip-flops and latches | 64 | 1600
inverters | 11 | 41.3
multi-input cells | 226 | 1530
clock inverters | 3 | 40.0
clock buffers | 13 | 159
Power and IR drop assume default switching activity.
